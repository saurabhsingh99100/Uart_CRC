--- design.v ---
module UART_TX#(parameter N = 8)                             
    (
    output  reg         tx_o,
    output              tx_done,
    input   [N-1:0]     data_i,
    input               data_we_i,
    input               tx_en_i,
                        tick_i, 
                        clk_i,
                        rst_i
    );
    parameter   IDLE            = 0,
                TRANSMITTING    = 1; 
    initial             tx_o    = 1;
    assign tx_done = ~state;
    reg     [N-1:0]     data = 0;
    always @(posedge clk_i) begin
        if(rst_i)
            data <= 0;
        else if(data_we_i)
            data <= data_i;
    end
    reg data_valid = 0;
    always @(posedge clk_i) begin
        if(rst_i)
            data_valid <= 0;
        else if(data_we_i)
            data_valid <= 1;
        if(stop_bit_cond)
            data_valid <= 0;     
    end
    reg state   = IDLE;
    always @ (posedge clk_i) begin
        if(rst_i)
            state <= IDLE;
        else
            state <= next(state, tx_en_i, data_valid, stop_bit_cond);
    end
    function next;
        input state;
        input tx_en_i;
        input data_valid;
        input stop_bit_cond;
        begin
            case(state)
                IDLE:           if(data_valid & tx_en_i)    next = TRANSMITTING;
                                else                        next = IDLE;
                TRANSMITTING:   if(stop_bit_cond)           next = IDLE;
                                else                        next = TRANSMITTING;
                default:                                    next = IDLE;
            endcase
        end
    endfunction 
    reg [4:0]           counter     = 0;
    reg [$clog2(N):0]   bitcount    = 0;
    wire start_bit_cond     = (counter == 1)   &   (bitcount == 0);
    wire data_bit_cond      = (counter == 15)   &   (bitcount <= N);
    wire stop_bit_cond      = (counter == 15)   &   (bitcount == N+1);   
    always @ (posedge tick_i)begin
        if(state == TRANSMITTING) begin
            if(start_bit_cond | data_bit_cond)
                counter <= 0;
            else 
                counter <= counter +1;
        end
        if(stop_bit_cond)
                counter <= 0;        
    end
    always @ (posedge tick_i)begin
        if(state == TRANSMITTING)begin
            if(start_bit_cond | data_bit_cond)
                bitcount <= bitcount+1;            
        end
        if(stop_bit_cond)
                bitcount <= 0;
    end
    always @ (posedge tick_i)begin
        if(state == TRANSMITTING)begin
            if(data_bit_cond)
                data <=  (data << 1);   
        end
        if(stop_bit_cond)
                data <= 0;
    end
    always @ (posedge tick_i)begin
        if(state == TRANSMITTING)begin
            if(start_bit_cond)
                tx_o <= 0;
            if(data_bit_cond)
                tx_o <= data[N-1];      
        end
        if(stop_bit_cond)
                tx_o <= 1;              
    end
endmodule
--- run.sh ---
#!/bin/bash
# OpenROAD 26Q1-2900-gdf79404cd8, Yosys 0.63+post, stock flow scripts
make -C /OpenROAD-flow-scripts/flow DESIGN_CONFIG=/design/flow/config.mk WORK_HOME=/design/flow/orfs finish
--- config.mk ---
export PLATFORM = sky130hd
export DESIGN_NAME = UART_TX
export DESIGN_NICKNAME = UART_TX
export VERILOG_FILES = /design/flow/design.v
export SDC_FILE = /design/flow/constraint.sdc
export NUM_CORES = 4
export LEC_CHECK = 1
export CORE_AREA = 10 10 79 79
export DIE_AREA = 0 0 89 89
--- constraint.sdc ---
current_design UART_TX

set clk_period 3.2
set clk_io_pct 0.2

create_clock -name clk0 -period $clk_period [get_ports {clk_i}]
create_clock -name clk1 -period $clk_period [get_ports {tick_i}]

set non_clock_inputs [all_inputs -no_clocks]
set_input_delay [expr $clk_period * $clk_io_pct] -clock clk0 $non_clock_inputs
set_output_delay [expr $clk_period * $clk_io_pct] -clock clk0 [all_outputs]
==> impl_metrics.tcl <==
# yosys + openroad results
set metrics [dict create \
    hpwl_um 843 \
    ys_types 29 \
    status "complete, no violations" \
    worstMarginPinSlew_ps 629 \
    worstRegToRegCells 7 \
    worst-setup-path-type "flip-flop to primary output" \
    cts_hold_buf 0 \
    max_stage_delay_ps 600 \
    crit_end "tx_done" \
    edf_count 0 \
    r2r_start "counter[0]" \
    synth_area_um2 651 \
    warning_count 37 \
    viasPerCell 3.78 \
    yosys-top-cells-count "dfxtp_1, inv_1, ha_1, nor2_1, nor3_1" \
    drc 0 \
    top_cell "dfxtp_1" \
    avgSynthCellArea_um2 9.86 \
    power_density_nw_per_um2 674 \
    irDropWorstVdd_mv 0.270 \
    antenna_found_initial 0 \
    dieArea_um2 7920 \
    clock_sinks 12 \
    syn_to_final_growth_pct 26.5 \
    grt_max_degree 14 \
    worst_setup_path_start_kind "flip-flop" \
    stdcell_count 128 \
    crit_chain "inv_1, clkdlybuf4s50_1" \
    worstSetupStartpoint "state" \
    coreArea_um2 4660 \
    ff_type "dfxtp_1" \
    synthArstFlopShare 0 \
    fp_util 0.140 \
    ys_cells 66 \
    die_h_um 89 \
    maxCapViolations 0 \
    postCtsResizedCells 0 \
    crit_required_ps 2560 \
    first_global_vias 503 \
    ys_area_um2 651 \
    cts.clk_slew.worst_paths_ps 50 \
    antenna_left 0 \
    drt-initial-drc-count 8 \
    grt_use_total 0.0301 \
    ys_seq_frac 0.369 \
    hold_viol 0 \
    critPathMaxFanout 10 \
    slew_headroom 0.580 \
    syn_inst 66 \
    place_worst_setup_slack_ps 1230 \
    setup_ws_ps 1170 \
    fin_area_um2 823 \
    tritoncts "done" \
    power.total_mw 0.555 \
    crit_arrival_ps 1390 \
    tns_ps 0 \
    die_width_um 89 \
    drive_above_1_share 0.176 \
    finClkSkew_ps 2.73 \
    place_inst 122 \
    num_vias 484 \
    reg2reg_to "state" \
    antenna_cells_inserted 0 \
    row_count 25 \
    firstDrtPassIters 3 \
    cts_setup_buffers 0 \
    critPathSlowestCell "dfxtp_1" \
    setup_viol 0 \
    finalWirelength_mm 1.17 \
    crit_path_end_kind "primary output" \
    post-route-util 0.177 \
    rsz0062_at_grt "false" \
    place_area_um2 741 \
    hp-class "flip-flop to flip-flop" \
    top_area_cell "dfxtp_1" \
    post_drt_wl_per_cell_um 9.17 \
    grt_pass1_wl_mm 1.98 \
    whs_ps 453 \
    finalWeightedCongestion 0.743 \
    ys_ff 12 \
    yosysTopAreaCellShare 0.369 \
    rrSetupSlack_ps 1230 \
    overflow 0 \
    pin_count 15 \
    port_buffers 5 \
    yosysWarnings 17 \
    p_leak_nw 0.344 \
    drv_slew 0 \
    ys_top_cells_by_area "dfxtp_1, ha_1, a2111oi_4" \
]
[flip-flops by register name (all words and copies together) (netlist names)]
signal	flops
bitcount	4
data_valid	1
counter	5
tx_o	1
state	1
[worst min path at each step]
stage	start	to	slack (ps)	cells after the start
finish	tx_o	tx_o	450	1
CTS	tx_o	tx_o	460	1
global route	tx_o	tx_o	500	1
[routing by layer]
metal | part of all wire | GRT usage
met2 | 0.43 | 0.0465
met5 | 0 | 0
met1 | 0.50 | 0.0352
met3 | 0.041 | 0.0110
met4 | 0.034 | 0.0173
[cell usage in the layout, fill, tap and decap left out, types with 2 or more instances in the layout]
cell / count
dfxtp_1: 12
inv_1: 7
nor2_1: 6
ha_1: 6
clkbuf_8: 6
nor3_1: 5
clkdlybuf4s50_1: 5
o21ai_0: 2
xor2_1: 2
nand2_1: 2
a2111oi_4: 2
o31ai_1: 2
[area by class of cell]
type	count	area (µm²)
Clock buffer	6	82.6
Fill cell	508	3840
Inverter	7	26.3
Multi-Input combinational cell	44	357
Sequential cell	12	240
Tap cell	54	67.6
Timing Repair Buffer	5	50.0
[power by group]
part | total (mW) | internal, mW | switching [mW]
combinational | 0.109 | 0.0601 | 0.0486
sequential | 0.222 | 0.186 | 0.0357
clock | 0.224 | 0.161 | 0.0630
total | 0.555 | 0.407 | 0.147
[worst max-delay path, delay by kind of cell, from the launching register on]
| family | cells | cell delay (ps) |
|---|---|---|
| flip-flops | 1 | 600 |
| buffers and inverters | 2 | 580 |
[logic make-up after synthesis]
kind of cell | share of synthesized area
xor+xnor | 0.0404
simple gates | 0.212
buf+inv | 0.0827
fa+ha+maj | 0.115
flops | 0.369
compound gates | 0.181
